`design/flow/run.sh`:
```
#!/bin/bash
# OpenROAD 26Q1-2900-gdf79404cd8, Yosys 0.63+post, stock flow scripts
make -C /OpenROAD-flow-scripts/flow DESIGN_CONFIG=/design/flow/config.mk WORK_HOME=/design/flow/orfs finish
```
`design/flow/config.mk`:
```
export PLATFORM = sky130hd
export DESIGN_NAME = writeback
export DESIGN_NICKNAME = writeback
export VERILOG_FILES = /design/flow/design.v
export SDC_FILE = /design/flow/constraint.sdc
export NUM_CORES = 4
export LEC_CHECK = 1
export CORE_AREA = 10 10 102 102
export DIE_AREA = 0 0 112 112
```
`design/flow/constraint.sdc`:
```
current_design writeback

set clk_period 4.4
set clk_io_pct 0.2

create_clock -name clk0 -period $clk_period

set non_clock_inputs [all_inputs -no_clocks]
set_input_delay [expr $clk_period * $clk_io_pct] -clock clk0 $non_clock_inputs
set_output_delay [expr $clk_period * $clk_io_pct] -clock clk0 [all_outputs]
```
`design/flow/design.v`:
```
module writeback (
    input               clk,
    input        [ 1:0] rw_d,
    input        [31:0] alu_out,
    input        [31:0] data_out,
    input        [31:0] pc,
    input        [31:0] insn,
    input        [ 1:0] mem_read_size,
    input               mem_sign_extend,
    output logic [31:0] rd_data
);
    always_comb
        begin
            if (rw_d == '0) begin  
                rd_data = alu_out;
            end
            else if (rw_d == 2'h1)begin
                if(mem_read_size=='0) begin
                    rd_data = data_out;
                end
                else if (mem_read_size==2'h1) begin  
                    if (mem_sign_extend=='0) begin  
                        rd_data = {16'h0,data_out[31:16]};
                    end
                    else rd_data = $signed(data_out[31:16]);
                end
                else begin  
                    if (mem_sign_extend=='0) begin  
                        rd_data = {24'h0,data_out[31:24]};
                    end
                    else rd_data = $signed(data_out[31:24]);
                end
            end
            else rd_data = pc;
        end
endmodule
```
==> run notes <==
impl run done, here's what came out: slew at the pin closest to its max-slew limit=0.5014 ns, data arrival time of the worst path=2.98 ns, total routing resource utilization after global routing=10.51%, # Cells Yosys=140, Largest type area fraction=24.97%, synthesized-area fraction occupied by ao, oa, aoi and oai cells=58.81%, Post-synth area hogs=sky130_fd_sc_hd__a22oi_1, sky130_fd_sc_hd__mux2i_1, sky130_fd_sc_hd__o21ai_0, basic-gate share of the synthesized area counting and, or, nand and nor cells=20.80%, Hold/Removal Path Class=in -> out, Avg Inst Size Synth=6.444 um2, ratio of routed vias to standard cells=4.295, drt pass-1 iters=4, IO Port Bufs=133, remaining design rule violation count=0, largest net degree at the start of global routing=17, number of different library cells in the post-synthesis netlist=27, worst path bufs/invs=3, kind of critical path=in -> out, critical path's top delay family=buffers and inverters, largest family of logic cells by area=AND-OR/OR-AND gates, number of clock buffer instances in the layout=0, final count of negative-setup-slack endpoints=0, final clock period utilization by the worst path=87.62%, cells after synthesis=140, die extent in y=112 um, post-CTS setup buffer count=0, Adder Share, Synth=0%, startpoint types=primary input, biggest fanout along the worst timing path=16, critical path, cell by cell=clkdlybuf4s50_1 > nor2_2 > buf_12 > a22oi_1 > o21ai_1 > clkdlybuf4s50_1, largest voltage drop on the vdd net=0.03577 mV, fraction of layout instances using a drive strength above 1=4.478%, area of the core=0.008217 mm2, library cell appearing most often on the critical path=sky130_fd_sc_hd__clkdlybuf4s50_1, core utilization at floorplan=10.98%, max-cap check violation count=0, Die X-Extent=112 um, critical path capture point type=primary output, Yosys Warn Count=1, # rows=33, xor+xnor area frac=0%, power per cell area=99.15 mW/mm2, DR iter-0 viols=65, final critical delay including setup and external delays=3.855 ns, total negative slack=0 ns, worst relative slew slack=66.53%, sequential fraction of the synthesis area=0%, leading area contributor after synthesis=sky130_fd_sc_hd__a22oi_1, Tool Warnings=65, Slowest-stage cell, CP=sky130_fd_sc_hd__clkdlybuf4s50_1, Critical Path Max Stage Delay=0.66 ns, Final Wtd Congestion=0.8160, area of the mapped netlist=902.1 um2, leading post-synthesis cells by instance count=sky130_fd_sc_hd__a22oi_1, sky130_fd_sc_hd__nor2_1, sky130_fd_sc_hd__o21ai_0, number of flip-flops and latches=0, chip area=0.01254 mm2, number of global-route vias before repair=1768, GRT overflow=0, RSZ-0062 raised after global routing=no, area added between synthesis and finish=161.0%, register cell area after layout=0 um2, Total Power=0.2335 mW, antenna violations before repair=0, outcome=completed, Lkg Pwr=0.8654 nW, share of cell area taken by muxes after synthesis=10.12%, final core utilization=28.66%, boundary pin count=166, total detailed-routing wirelength=7038 um, number of max-slew violations in the final report=0, antenna diode count=0, Detail Route Antenna Nets=0, Max Clock Freq=259.4 MHz, final std cells w/o fill=373, first-pass GRT wire length=10590 um, final routed wire length divided by cell count=18.87 um, placed cell count=373, data required time of the worst path=3.52 ns, number of buffers added to fix hold violations after cts=0, HPWL after detailed placement=5981 um, DR vias=1602, final-report hold violation count=0, dominant cell by count in the synthesized netlist=sky130_fd_sc_hd__a22oi_1, Gates resized, CTS repair=0, chip area in the Yosys report=902.1 um2
-- metrics by stage --
step / setup WS, ns / cell area, um2 / hold slack [ns]
2_1_floorplan: 1.930 / 902.1 / 1.831
3_3_place_gp: 0.4964 / 2355 / 2.700
3_5_place_dp: 0.5170 / 2355 / 2.697
4_1_cts: 0.5173 / 2355 / 2.702
5_1_grt: 0.4156 / 2355 / 2.739
6_report: 0.5448 / 2355 / 2.689
-- path summary, 6_finish.rpt --
path / startpoint / to / slack (ns) / depth (start not counted)
max: rw_d[1] / rd_data[30] / 0.54 / 6
min: pc[31] / rd_data[31] / 2.69 / 3
-- layout make-up --
type	count	area, um2
timing repair buffer	141	1404
tap	105	131.4
multi-input combinational	125	812.0
fill	880	5862
inverter	2	7.507
-- cells by family after synthesis --
family,count (synthesis)
AND-OR/OR-AND,78
buffers and inverters,15
multiplexers,9
AND/OR/NAND/NOR,38
-- report_power, final --
| part | internal, mW | switching [mW] | leakage (nW) |
|---|---|---|---|
| Combinational | 0.159 | 0.0748 | 0.865 |
| Sequential | 0 | 0 | 0 |
| Clock | 0 | 0 | 0 |
-- layout by cell type (no fill, tap or decap) --
cell / count
sky130_fd_sc_hd__inv_1: 1
sky130_fd_sc_hd__nor2_2: 2
sky130_fd_sc_hd__o211a_1: 1
sky130_fd_sc_hd__o21ai_1: 10
sky130_fd_sc_hd__buf_4: 7
sky130_fd_sc_hd__and2b_1: 2
sky130_fd_sc_hd__o21ai_0: 12
sky130_fd_sc_hd__a22oi_1: 30
sky130_fd_sc_hd__mux2_2: 1
sky130_fd_sc_hd__mux2i_1: 8
sky130_fd_sc_hd__nor2b_1: 5
sky130_fd_sc_hd__nor3_1: 2
sky130_fd_sc_hd__a221oi_1: 1
sky130_fd_sc_hd__nor2_1: 13
sky130_fd_sc_hd__a21o_1: 2
sky130_fd_sc_hd__o211ai_1: 3
sky130_fd_sc_hd__a211oi_1: 7
sky130_fd_sc_hd__nand3b_1: 2
sky130_fd_sc_hd__a21oi_1: 5
sky130_fd_sc_hd__buf_12: 1
sky130_fd_sc_hd__or2_1: 1
sky130_fd_sc_hd__clkinv_1: 1
sky130_fd_sc_hd__nand2b_4: 1
sky130_fd_sc_hd__a2bb2oi_1: 1
sky130_fd_sc_hd__clkdlybuf4s50_1: 133
sky130_fd_sc_hd__o221ai_1: 6
sky130_fd_sc_hd__nand2_1: 10
-- routing by layer --
layer / global-route usage, % / routed length [um]
met1: 12.19 / 2821
met2: 19.77 / 3689
met3: 2.877 / 526
met4: 0 / 0
met5: 0 / 0
Power is estimated from default activity; no workload was simulated.
