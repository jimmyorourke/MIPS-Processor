==> design/flow/design.v <==
module reg_file (
    input             clk,
    input      [ 4:0] rd,
    input      [ 4:0] rs,
    input      [ 4:0] rt,
    input      [31:0] rd_data_in,
    input             we,
    output reg [31:0] rs_out,
    output reg [31:0] rt_out
);
    reg [31:0] regophile[0:31];  
    initial begin  
        regophile[31]= 32'h80088008;
        regophile[30]= 32'h12345;
        regophile[29]= 32'h80020800;
    end
    always @(posedge clk) begin
        regophile[0] <= '0;  
    end
    always @(posedge clk) begin
        $display("r%d: %d, r%d: %d", rs,regophile[rs],rt,regophile[rt] );
        rs_out <= regophile[rs];
        rt_out <= regophile [rt];
        if (we) begin
            if (rs == rd) begin
                rs_out <= rd_data_in;
            end
            else if (rt == rd) begin
                rt_out <= rd_data_in;
            end
            regophile[rd] <= rd_data_in;
        end
    end
endmodule
==> design/flow/run.sh <==
#!/bin/bash
# OpenROAD 26Q1-2900-gdf79404cd8, Yosys 0.63+post, stock flow scripts
make -C /OpenROAD-flow-scripts/flow DESIGN_CONFIG=/design/flow/config.mk WORK_HOME=/design/flow/orfs finish
==> design/flow/config.mk <==
export PLATFORM = sky130hd
export DESIGN_NAME = reg_file
export DESIGN_NICKNAME = reg_file
export VERILOG_FILES = /design/flow/design.v
export SDC_FILE = /design/flow/constraint.sdc
export NUM_CORES = 4
export LEC_CHECK = 1
export CORE_UTILIZATION = 40
==> design/flow/constraint.sdc <==
current_design reg_file

set clk_period 7.2
set clk_io_pct 0.2

create_clock -name clk0 -period $clk_period [get_ports {clk}]

set non_clock_inputs [all_inputs -no_clocks]
set_input_delay [expr $clk_period * $clk_io_pct] -clock clk0 $non_clock_inputs
set_output_delay [expr $clk_period * $clk_io_pct] -clock clk0 [all_outputs]
==> qor.csv <==
metric,value,unit
outcome,"complete, no violations",
top_cell_area_share,62.3,%
min_period,4250,ps
ys_warn_count,1,
hold_path_end,rt_out[24],
p_switching,3100,µW
slew-limit-headroom,31.0,%
ys.flops,1056,
p_leak,0.0171,µW
ys_cells,2485,
totalWireLength,147000,µm
rsz0062_at_grt,false,
ff_type,edfxtp_1,
maxCapViolCount,0,
grt_pass1_wl,212000,µm
netlist_instances,2485,
combPwrFrac,8.7,%
drc,0,
fillCellCount,9613,
setup_slack,2950,ps
clock_latency,700,ps
hold_class,flip-flop to flip-flop,
io_buffers,112,
grt_usage,27.0,%
maxSlewViolCount,0,
die_area,121000,µm²
p_int,10600,µW
dieWidth,348,µm
drt-initial-drc-count,1695,
hold_viol_final,0,
gp_congestion,0.885,
pwr-share-seq,50.3,%
first_global_vias,30771,
ant_nets,0,
critPathLaunchType,primary input,
grt_max_degree,88,
rows,126,
synth_cell_types,47,
worstMarginPinSlew,1030,ps
fmax,235,MHz
arrival,4790,ps
coreArea,118000,µm²
synth_seq_share,65.0,%
path_class,primary input to flip-flop,
tns,0,ps
cts_buffer_depth,3,
synth_area,47800,µm²
antenna_found_initial,0,
period_used_share,59.0,%
fp_util,40.4,%
rrSetupSlack,5130,ps
clockRootBuffer,clkbuf_16,
routed_via_density,6.43,
fin_skew,29.0,ps
required,7740,ps
common_cells,"992 x edfxtp_1, 415 x mux4_2, 98 x mux2i_1",
hpwl,82500,µm
ir_drop,0.190,mV
cp_max_fo,21,
top_cells_by_area,"edfxtp_1 62%, mux4_2 20%, dfxtp_1 2.7%, mux2i_1 2.1%, a221oi_1 1.7%",
rr_endpoint,rt_out[30],
die_h,348,µm
edf_count,992,
drt_pass1_iterations,5,
final_core_util,46.2,%
post_cts_buffers,0,
ios,113,
clkPwrFrac,41.0,%
tritoncts,done,
h-tree-depth,3,
setup_violations,0,
worstSetupEndpointType,flip-flop,
cts_hold_buffers,0,
num_vias,27341,
cts_buffers,107,
cts_resized,0,
hp-start,regophile[2][24],
clk_pin_slew,60,ps
warnings,26,
async_flop_share,0,%
place_ws,2290,ps
synth.avg_cell_area,19.2,µm²
ys_area,47800,µm²
top_cell,edfxtp_1,
area_growth,14.2,%
p_sw_share,22.6,%
overflow,0,
drive_above_1_share,31.2,%
ff2ff_path_depth,5,
critPathLaunch,rt[2],
power.density,251,nW/µm²
yosysTopAreaCell,edfxtp_1,
whs_path_depth,3,
cts_sinks,1056,
r2r-start,regophile[8][30],
wl_per_cell,34.6,µm
[sequential cells by signal, summed over array words and instances (netlist names)]
name,flops
rs_out,32
regophile,992
rt_out,32
[cell type report]
class	count	area, µm²	share of cell area [%]
tap	1536	1920	3.52
clock buffer	136	2930	5.36
clock inverter	65	632	1.16
antenna	2	5.00	0.00916
inverter	1	5.00	0.00916
sequential	1056	31100	56.9
timing repair buffer	245	2220	4.07
multi-input combinational	1214	15800	29.0
[stage by stage]
step                area [µm²]  hold slack, ps  cells  total power (µW)
floorplan                47800             695   2485              7650
global placement         51000             750   4052              8220
detailed placement       51000             738   4052              8220
CTS                      54600             768   4253             13800
global route             54600             877   4253             14100
finish                   54600             761   4255             13700
[cell usage in the layout, fill, tap and decap left out, types with 58 or more instances in the layout]
cell type / n
edfxtp_1: 992
mux4_2: 415
buf_4: 127
clkbuf_16: 108
clkdlybuf4s50_1: 105
mux2i_1: 98
a221oi_1: 93
nor2b_1: 69
mux2_2: 64
nor2_1: 64
dfxtp_1: 64
o31ai_1: 60
o22ai_1: 58
a22o_1: 58
[per-layer routing]
metal  vias up  part of all wire (%)  routed length (µm)  GRT usage (%)
met5         -                  0.55                 813           5.12
met4        16                   3.7                5430           7.68
met3       290                    19               27500           22.1
met2      2220                    45               66800           37.9
met1     13767                    32               46500           31.6
li1      11048                     -                   -              -
[critical path, stage by stage]
cell	delay (ps)
buf_2	140
buf_4	340
and2_2	620
buf_4	500
nand2_2	440
buf_4	410
o22ai_1	290
a2111oi_1	100
o31ai_1	470
[power groups by stage]
stage	clock [µW]	combinational, µW	sequential, µW
after CTS	5700	1200	6910
after global routing	5920	1270	6910
final	5630	1190	6910
[cell families (layout without fill, tap and decap cells)]
family                    after synthesis  in the layout  share of synthesized area [%]
AOI/OAI and AO/OA                     386            386                           6.72
buffers and inverters                 215            447                           2.51
xor gates and xnor gates               10             10                          0.183
other                                   0              2                              0
muxes                                 577            577                           23.1
and+or+nand+nor                       241            241                           2.49
DFF                                  1056           1056                           65.0
[how the worst max path moves through the flow]
stage                         to  depth (start not counted)
after CTS             rt_out[14]                          9
after global routing  rt_out[14]                          9
final                 rt_out[14]                          9
Power is estimated from default activity; no workload was simulated.
